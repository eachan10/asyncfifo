File: /design/flow/config.mk
export PLATFORM = sky130hd
export DESIGN_NAME = r_empty
export DESIGN_NICKNAME = r_empty
export VERILOG_FILES = /design/flow/design.v
export SDC_FILE = /design/flow/constraint.sdc
export NUM_CORES = 4
export LEC_CHECK = 1
export CORE_AREA = 10 10 87 87
export DIE_AREA = 0 0 97 97
export SYNTH_HDL_FRONTEND = slang
File: /design/flow/constraint.sdc
current_design r_empty

set clk_period 2.1
set clk_io_pct 0.2

create_clock -name clk0 -period $clk_period [get_ports {clk}]

set non_clock_inputs [all_inputs -no_clocks]
set_input_delay [expr $clk_period * $clk_io_pct] -clock clk0 $non_clock_inputs
set_output_delay [expr $clk_period * $clk_io_pct] -clock clk0 [all_outputs]
File: /design/flow/design.v
module r_empty #(parameter ADDR_SIZE=3) (
  input logic [ADDR_SIZE:0] w_ptr,
  input logic r_en,
  input logic rst,
  input logic clk,
  output logic [ADDR_SIZE-1:0] r_addr,
  output logic [ADDR_SIZE:0] r_ptr,
  output logic empty,
  output logic almost_empty
);
  timeunit 1ns;
  timeprecision 100ps;
  localparam MEM_SIZE = 1 << ADDR_SIZE;
  logic [ADDR_SIZE:0] r_bin;
  logic [ADDR_SIZE:0] r_bin_next;
  logic [ADDR_SIZE:0] r_gray_next;
  logic empty_next, almost_empty_next;
  logic [ADDR_SIZE:0] w_bin;
  always_ff @ (posedge clk or negedge rst) begin
    if (!rst) begin
      r_bin <= 0;
      r_ptr <= 0;
    end
    else if (r_en) begin
      r_bin <= r_bin_next;
      r_ptr <= r_gray_next;
    end
  end
  always_ff @ (posedge clk or negedge rst) begin
    if (!rst) begin
      empty <= 1;
      almost_empty <= 1;
    end
    else begin
      empty <= empty_next;
      almost_empty <= almost_empty_next;
    end
  end
  always_comb begin
    w_bin = w_ptr;
    for (int i = 1; i <= ADDR_SIZE; i++) begin
      w_bin ^= w_ptr >> i;
    end
  end
  always_comb begin
    if (r_bin_next[ADDR_SIZE-1:0] == w_bin[ADDR_SIZE-1:0])
      almost_empty_next = empty_next;
    else begin
      if (r_bin_next > w_bin)
        almost_empty_next = (r_bin_next - w_bin) <= ((MEM_SIZE >> 2) + 1);
      else
        almost_empty_next = (w_bin - r_bin_next) <= ((MEM_SIZE >> 2) + 1);
    end
  end
  always_comb begin
    r_bin_next <= r_bin + (r_en & ~empty);
    r_addr <= r_bin[ADDR_SIZE-1:0];
  end
  always_comb begin
    r_gray_next <= r_bin_next ^ (r_bin_next >> 1);
  end
  always_comb begin
    empty_next <= (r_gray_next == w_ptr);
  end
endmodule
File: /design/flow/run.sh
#!/bin/bash
# OpenROAD 26Q1-2900-gdf79404cd8, Yosys 0.63+post, stock flow scripts
make -C /OpenROAD-flow-scripts/flow DESIGN_CONFIG=/design/flow/config.mk WORK_HOME=/design/flow/orfs finish
==> job_summary.md <==
## Implementation flow summary

| Metric | Value |
|---|---|
| Wire length per cell | `9.67 µm` |
| Area share of and-or/or-and cells after synthesis | `12.4%` |
| Input/output buffers | `15` |
| Post-synthesis mux area share | `3.99%` |
| Dominant kind of combinational cell | `XOR/XNOR gates` |
| Die Size | `0.00941 mm²` |
| Fmax | `433 MHz` |
| Overall Global Routing Usage | `4.17%` |
| Synth unique cells | `31` |
| Vias in the first global route | `781` |
| Post-synth EDFFs | `0` |
| Routed length on met2 | `888 µm` |
| TritonCTS clock tree | `yes` |
| Worst Setup Path Type | `register to register` |
| Synth Area in Adders | `19.5%` |
| Basic Gates by Area | `10.8%` |
| Pin count of the biggest net entering global routing | `10` |
| Fin worst setup slack | `-0.210 ns` |
| Final hold violations | `0` |
| Chip area line of the yosys report | `846 µm²` |
| Count of yosys warnings during synthesis | `0` |
| Maximum buffer depth of the clock tree | `2` |
| Biggest fanout along the worst timing path | `3` |
| Number of rows in the core area | `27` |
| Met1 WL | `961 µm` |
| Total of hold buffers inserted after clock tree synthesis | `0` |
| Number of nets still failing antenna checks after routing | `0` |
| Number of instances in the synthesized netlist | `83` |
| Failing checks | `setup timing` |
| Synth flops | `9` |
| Most popular library cell in the synthesized design by count | `inv_1` |
| Vias post-DR | `700` |
| Final setup violating endpoints | `1` |
| Diodes inserted | `0` |
| Iteration-0 DRC count of the detailed router | `26` |
| Maximum level of the CTS H-tree | `1` |
| Total detailed-routing wirelength | `1920 µm` |
| Clock latency on the worst-skew pair | `0.23 ns` |
| Leakage power | `0.623 nW` |
| Top cell by count, worst path | `ha_4` |
| Library cell used as clock root buffer | `clkbuf_8` |
| Clock slew at the register clock pins of the worst setup and hold paths | `0.04 ns` |
| Standard cell with the maximum stage delay on the critical path | `dfstp_2` |
| Main area contributors | `dfrtp_1 (21%), ha_1 (15%), xnor2_1 (9.3%), dfstp_2 (6.2%), inv_1 (5.3%)` |
| Share of post-route cells with drive strength above 1 | `41.7%` |
| Hold WS | `0.494 ns` |
| Routed via count divided by cell count | `3.52` |
| Placed standard-cell area | `0.00132 mm²` |
| Std-Cell Core Area | `0.00564 mm²` |
| First-pass GRT wire length | `3470 µm` |
| Clock Sink Count | `9` |
| Dominant Register Cell | `dfrtp_1` |
| Final Critical Period | `2.31 ns` |
| Area overhead of the layout relative to synthesis | `65.1%` |
| Area share of the largest cell type after synthesis | `20.7%` |
| Log Warnings | `34` |
| Average instance area after synthesis | `10.2 µm²` |
| Buf/Inv on CP | `1` |
| Number of optimization iterations in the first detailed-route pass | `4` |
| Worst IR drop on VDD | `0.520 mV` |
| Post-synthesis cell type with the largest combined area | `dfrtp_1` |
| Post-Layout Inst Area | `0.00140 mm²` |
| Critical Path AT | `2.45 ns` |
| Top cell family by delay on the critical path | `adder cells` |
| Fillers | `584` |
| Gp weighted congestion | `0.766` |
| Type of the tightest min-delay check | `input pin to asynchronous set/reset pin` |
| Area taken by multi-input logic gates | `638 µm²` |
| Uppermost signal routing layer after detailed routing | `met4` |
| List of most frequent post-synthesis cells | `inv_1 (12), ha_1 (10), xnor2_1 (9), dfrtp_1 (7)` |
| Post-route clock period utilization | `110%` |
| Number of buffers created by CTS | `3` |
| Horiz. Die Dim | `97 µm` |
| Total area of sequential cells | `228 µm²` |
| Crit path cell chain | `nor2b_4 -> ha_4 -> ha_4 -> inv_4 -> fa_2 -> o21ba_4 -> o211ai_1 -> a21oi_1 -> o22ai_1 -> o31ai_1` |
| Fin cells | `199` |
| Actual slew at the worst max-slew pin | `0.417 ns` |
| Worst slew margin relative to its limit | `72.1%` |
| Setup slack, reg-to-reg | `-0.21 ns` |
| Parity-gate share of the synthesized area counting xor and xnor cells | `20.0%` |
| Final Max Tran Viols | `0` |
| Number of maximum-capacitance violations | `0` |
| Critical Path Source Type | `register` |
| Number of placed instances with taps included | `193` |
| Run status | `complete, but fails checks` |
| Core utilization before placement | `15.0%` |
| Kind of end point of the critical path | `register` |
| Number of top-level pins | `16` |
| Number of antenna violations at the first check in global routing | `0` |
| Pre-CTS setup slack | `-0.884 ns` |
| GRT Residual Overflow | `0` |
| Cell count listed in synth_stat.txt | `83` |
| Sum of met3 wire segment lengths after detailed routing | `59 µm` |
| Syn Std Cell Area | `846 µm²` |
| Data required time at the worst endpoint | `2.24 ns` |
| Maximum cell stage delay along the critical path | `0.54 ns` |
| Sequential fraction of the synthesis area | `26.9%` |
| Setup repair after global routing missed its margin | `yes` |
| Async set or reset register ratio after synthesis | `100%` |
| Total DRC errors in the routed layout | `0` |
| Die Height | `97 µm` |
| DP Wirelength | `1620 µm` |
| Final setup skew | `0.000424 ns` |
| Total power per unit cell area | `1580 mW/mm²` |
per-layer routing:
layer	global-route usage (%)	vias to the layer above
li1	-	361
met1	5.99	325
met2	6.49	12
met3	0.860	2
met4	0.338	0
met5	0	-
worst paths after layout:
path / startpoint / to / cells after the start
worst max-delay path: empty / almost_empty / 10
worst min-delay path: rst / r_ptr[3] / 1
worst max register to register: empty / almost_empty / 10
worst min register to register: r_ptr[1] / r_ptr[1] / 1
max in group asynchronous: rst / empty / 1
min in group clk0: r_ptr[1] / r_ptr[1] / 1
repair_timing:
| item | in CTS | in global routing |
|---|---|---|
| buffers inserted | 2 | 0 |
| setup endpoints to repair | 2 | 2 |
| pin swaps | 8 | 6 |
| resized | 13 | 3 |
cell type report:
cell class	count	area share [%]
Tap cell	72	6.45
Multi-Input combinational cell	60	45.7
Sequential cell	9	16.3
Timing Repair Buffer	42	24.9
Clock buffer	4	3.23
Inverter	12	3.41
where the power goes:
part           internal [W]  switching [W]
Combinational       0.00101       0.000658
Clock              0.000132      0.0000665
Sequential         0.000270      0.0000683
metrics by stage:
step	setup TNS, ns	util, %	total power, W
after global routing	-0.393	24.8	0.00245
after floorplan	-0.298	-	0.00136
after CTS	-0.263	24.5	0.00221
final	-0.210	24.8	0.00221
after detailed placement	-1.48	23.5	0.00197
after global placement	-1.44	23.5	0.00199
placed cells by master (no fill, tap or decap), types with 6 or more instances in the layout:
cell	instances
dfrtp_1	7
buf_4	27
xnor2_1	6
inv_1	10
ha_1	7
clkdlybuf4s50_1	11
sequential cells by signal, summed over array words and instances (netlist names):
register / flops
r_ptr: 4
r_bin: 3
almost_empty: 1
empty: 1
kinds of logic after synthesis:
group           after synthesis
buf+inv                      14
fa+ha+maj                    12
xor+xnor                     14
mux                           3
compound gates               15
simple gates                 16
flops                         9
Power figures rest on the tool's default switching activity, not on a simulated workload.
