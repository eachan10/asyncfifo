File: config.mk
export PLATFORM = sky130hd
export DESIGN_NAME = w_full
export DESIGN_NICKNAME = w_full
export VERILOG_FILES = /design/flow/design.v
export SDC_FILE = /design/flow/constraint.sdc
export NUM_CORES = 4
export LEC_CHECK = 1
export CORE_AREA = 10 10 78 78
export DIE_AREA = 0 0 88 88
export SYNTH_HDL_FRONTEND = slang
File: design.v
module w_full #(parameter ADDR_SIZE=3) (
  input logic [ADDR_SIZE:0] r_ptr,
  input logic w_en,
  input logic rst,
  input logic clk,
  output logic [ADDR_SIZE-1:0] w_addr,
  output logic [ADDR_SIZE:0] w_ptr,
  output logic full,
  output logic almost_full
);
  timeunit 1ns;
  timeprecision 100ps;
  localparam MEM_SIZE = 1 << ADDR_SIZE;
  logic [ADDR_SIZE:0] w_bin;
  logic [ADDR_SIZE:0] w_bin_next;
  logic [ADDR_SIZE:0] w_gray_next;
  logic full_next, almost_full_next;
  logic [ADDR_SIZE:0] r_bin;
  always_ff @ (posedge clk or negedge rst) begin
    if (!rst) begin
      w_bin <= 0;
      w_ptr <= 0;
    end
    else if (w_en) begin
      w_bin <= w_bin_next;
      w_ptr <= w_gray_next;
    end
  end
  always_ff @ (posedge clk or negedge rst) begin
    if (!rst) begin
      full <= 0;
      almost_full <= 0;
    end
    else begin
      full <= full_next;
      almost_full <= almost_full_next;
    end
  end
  always_comb begin
    r_bin = r_ptr;
    for (int i = 1; i <= ADDR_SIZE; i++) begin
      r_bin ^= r_ptr >> i;
    end
  end
  always_comb begin
    if (full_next)
      almost_full_next = 1'b1;
    else begin
      if (w_bin_next > r_bin)
        almost_full_next = (w_bin_next - r_bin) >= (MEM_SIZE - (MEM_SIZE >> 2));
      else
        almost_full_next = (r_bin - w_bin_next) >= (MEM_SIZE - (MEM_SIZE >> 2));
    end
  end
  always_comb begin
    w_bin_next <= w_bin + (w_en & ~full);
    w_addr <= w_bin[ADDR_SIZE-1:0];
  end
  always_comb begin
    w_gray_next <= w_bin_next ^ (w_bin_next >> 1);
  end
  always_comb begin
    full_next <= (w_gray_next == {~r_ptr[ADDR_SIZE:ADDR_SIZE-1], r_ptr[ADDR_SIZE-2:0]});
  end
endmodule
File: run.sh
#!/bin/bash
# OpenROAD 26Q1-2900-gdf79404cd8, Yosys 0.63+post, stock flow scripts
make -C /OpenROAD-flow-scripts/flow DESIGN_CONFIG=/design/flow/config.mk WORK_HOME=/design/flow/orfs finish
File: constraint.sdc
current_design w_full

set clk_period 3.9
set clk_io_pct 0.2

create_clock -name clk0 -period $clk_period [get_ports {clk}]

set non_clock_inputs [all_inputs -no_clocks]
set_input_delay [expr $clk_period * $clk_io_pct] -clock clk0 $non_clock_inputs
set_output_delay [expr $clk_period * $clk_io_pct] -clock clk0 [all_outputs]
==> results.ini <==
[outcome]
status = completed

[place]
port_buffers = 15
hpwl_um = 1520
routabilityCongestion = 0.916

[timing]
rsz0062_at_grt = false
setup-tns-final_ns = 0
finalHoldViolCount = 0
slew_violations = 0
fin_crit_ns = 3.32
finalSetupViolations = 0
worst_slew_pin_slew_ns = 0.415
clock.fmax_ghz = 0.301
slew_headroom = 0.723
timing.final.crit_share = 0.852
skew_ns = 0.00356

[synthesis]
edf_count = 0
synth.cell_area_um2 = 878
ys.flops = 9
netlist_top_cells_area = dfrtp_1 (26%), ha_1 (16%), xnor2_1 (7.0%)
ys_cells = 92
yosys.area.top_type = dfrtp_1
synth-warning-count = 0
synthFlopType = dfrtp_1
syn_avg_cell_area_um2 = 9.55
postSynthSeqShare = 0.256
synth.distinct_cells = 35
top_area_frac = 0.256
ys_area_um2 = 878
synthCells = 92
async_flop_share = 1.00

[clock_network]
cts_buffer_depth = 2
path_clk_slew_ns = 0.04
htreeDepth = 1
cts.repair.resized = 0
cts_tree = done
numClockSinks = 9
post_cts_buffers = 0
clock_latency_ns = 0.23
cts_hold_buf = 0
cts_buffers = 3
cts-root-buf = clkbuf_8

[global_routing]
grt-ovfl-total = 0
grt_usage = 0.0511
grt_pass1_vias = 692
grt_max_degree = 10
grt_pass1_wl_um = 3310
antenna_found_initial = 0

[detailed_routing]
first_iter_violations = 60
antenna_cells = 0
vias_per_cell = 4.42
antenna_left = 0
routedWlPerCell_um = 11.8
drcViolationCount = 0
drt_wl_total_um = 1910
num_vias = 716
drt-pass1-iter-count = 4

[die]
die_h_um = 88
rows = 24
die_w_um = 88
initial_utilization = 0.199
pin_count = 16
die_area_um2 = 7740
core_area_um2 = 4410

[cells_and_area]
area_growth_syn_to_layout_pct = 30.1
fillCellCount = 444
seq_area_um2 = 225
layout-drive-gt1-share = 0.164
comb_area_um2 = 601

[power_and_ir_drop]
p_leak_nw = 0.498
p_total_mw = 1.04
power_density_nw_per_um2 = 907
ir_drop_v = 0.000216

[job]
cap_violations = 0
warnings = 29

[critical_path]
r2r-start = w_bin[0]$_DFFE_PN0P_
critPathMaxFanout = 8
path_class = input pin to register
cp-startpoint = w_en
end_kind = register
critPathLaunchType = input pin
cp.required_ns = 4.01
crit_arrival_ns = 3.43

[min_path]
hp-start = w_ptr[3]$_DFFE_PN0P_
hp-class = register to register

path summary, 6_finish.rpt:
path / to / slack (ns) / depth (start not counted)
max in group asynchronous: w_ptr[0]$_DFFE_PN0P_ / 2.76 / 1
worst min-delay path: w_ptr[3]$_DFFE_PN0P_ / 0.51 / 1
worst max-delay path: almost_full$_DFF_PN0_ / 0.58 / 10
worst min register to register: w_ptr[3]$_DFFE_PN0P_ / 0.51 / 1
min in group asynchronous: w_ptr[3]$_DFFE_PN0P_ / 0.85 / 1
worst max register to register: almost_full$_DFF_PN0_ / 1.27 / 8
metal layers:
layer | routed length, µm | up-vias | GRT usage | part of all wire
li1 | - | 359 | - | -
met1 | 1010 | 329 | 0.0816 | 0.53
met2 | 690 | 26 | 0.0648 | 0.36
met3 | 185 | 2 | 0.0140 | 0.097
met4 | 27 | 0 | 0.0116 | 0.014
met5 | 0 | - | 0 | 0
cell usage after synthesis, types with 2 or more instances:
library cell / n
a21oi_1: 3
a32oi_1: 2
clkbuf_1: 2
dfrtp_1: 9
ha_1: 11
inv_1: 10
mux2_2: 3
nand2_1: 3
nand3_1: 2
nor2_1: 6
o21ai_0: 5
or3_1: 2
xnor2_1: 7
xnor2_2: 2
xor2_1: 5
state kept, by name, summed over array words and instances, names as in the netlist:
signal	flops
w_ptr	4
w_bin	3
almost_full	1
full	1
stage by stage:
stage / setup WS (ns) / area [µm²] / hold WS, ns / util / std cells
5_1_grt: 0.449 / 1140 / 0.546 / 0.259 / 162
3_3_place_gp: 0.407 / 1100 / 0.501 / 0.249 / 158
6_report: 0.576 / 1140 / 0.512 / 0.259 / 162
4_1_cts: 0.614 / 1140 / 0.518 / 0.259 / 162
3_5_place_dp: 0.391 / 1100 / 0.503 / 0.249 / 158
2_1_floorplan: 0.707 / 878 / 0.456 / - / 92
cells in the final DEF, fill, tap and decap left out, drive strengths merged, types with 3 or more instances in the layout:
master and instances:
clkdlybuf4s50 15, ha 11, inv 11, dfrtp 9, xnor2 9, nor2 6
xor2 5, o21ai 5, clkbuf 4, nand2 3, a21oi 3, mux2 3
nand3 3
critical path: stages:
cell and delay (ns):
clkdlybuf4s50_1 0.42, nor2b_1 0.14, ha_1 0.24, ha_1 0.24
xnor2_2 0.33, ha_1 0.39, or3_1 0.41, a32oi_1 0.20
and4_1 0.21, o21bai_1 0.06
report_power, final:
group	leakage, nW	switching [mW]	internal (mW)	total (mW)
combinational	0.370	0.367	0.382	0.749
sequential	0.105	0.0413	0.140	0.181
clock	0.0228	0.0346	0.0710	0.106
total	0.498	0.443	0.593	1.04
logic make-up after synthesis:
logic type | after synthesis | synth area share
buffers and inverters | 14 | 0.0598
AND/OR/NAND/NOR | 20 | 0.125
multiplexers | 3 | 0.0385
adder cells (fa/ha/maj) | 11 | 0.157
XOR/XNOR | 15 | 0.184
flip-flops | 9 | 0.256
AND-OR/OR-AND | 20 | 0.179
layout make-up:
class                   count  share of cell area
multi-input cells          69               0.526
clock buffers               4              0.0394
well taps                  52              0.0570
inverters                  11              0.0361
flip-flops and latches      9               0.197
repair buffers             17               0.145
Power and IR drop assume default switching activity.
