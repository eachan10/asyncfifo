`./run.sh`:
```
#!/bin/bash
# OpenROAD 26Q1-2900-gdf79404cd8, Yosys 0.63+post, stock flow scripts
make -C /OpenROAD-flow-scripts/flow DESIGN_CONFIG=/design/flow/config.mk WORK_HOME=/design/flow/orfs finish
```
`./config.mk`:
```
export PLATFORM = sky130hd
export DESIGN_NAME = fifo_mem
export DESIGN_NICKNAME = fifo_mem
export VERILOG_FILES = /design/flow/design.v
export SDC_FILE = /design/flow/constraint.sdc
export NUM_CORES = 4
export LEC_CHECK = 1
export CORE_UTILIZATION = 40
export SYNTH_HDL_FRONTEND = slang
```
`./constraint.sdc`:
```
current_design fifo_mem

set clk_period 2.9
set clk_io_pct 0.2

create_clock -name clk0 -period $clk_period [get_ports {clk}]

set non_clock_inputs [all_inputs -no_clocks]
set_input_delay [expr $clk_period * $clk_io_pct] -clock clk0 $non_clock_inputs
set_output_delay [expr $clk_period * $clk_io_pct] -clock clk0 [all_outputs]
```
`./design.v`:
```
module fifo_mem #(parameter DATA_WIDTH=8, ADDR_SIZE=3) (
  input logic [DATA_WIDTH-1:0] data,
  input logic [ADDR_SIZE-1:0] w_addr,
  input logic [ADDR_SIZE-1:0] r_addr,
  input logic w_en,
  input logic clk,
  output logic [DATA_WIDTH-1:0] out
);
  timeunit 1ns;
  timeprecision 100ps;
  localparam MEM_SIZE = 1 << ADDR_SIZE;
  logic [DATA_WIDTH-1:0] mem [0:MEM_SIZE-1];
  always_ff @ (posedge clk) begin
    if (w_en)
      mem[w_addr] = data;
  end
  always_comb begin
    out <= mem[r_addr];
  end
endmodule
```
==> results.txt <==
run results: status complete, no violations, routability cong. 0.707, Area after DPL 0.00292 mm², final setup fails 0, fa+ha+maj area frac 0, cts hold-fix bufs 0, main logic family after synthesis multiplexers, clock root buffer clkbuf_8, vias in the first global route roughly 1300, Core ar. ~0.0060 mm², Final Hold Fails 0, Pins Over Slew Limit 0, CP arrival 2.16 ns, RSZ-0062 raised after global routing no, CTS tree done, xor+xnor area frac 0, HP Class primary input to flop, Max-area cell share 0.759, max reg flops 64, initial antenna violation count 0, yosys aoi share 0, IO Port Bufs 23, dominant cell type by area after synthesis edfxtp_1, fin area 0.00315 mm², Yosys chip area 0.00253 mm², floorplan utilization 0.420, chip height 81.6 µm, die width 81.6 µm, post-detail-place hpwl 2500 µm, Worst path max stage delay 0.54 ns, Iter 0 DRT Violations around 47, Leak Pwr 1.08 nW, DRC viols 0, num rows 28, post-place setup slack -0.207 ns, Crit. End Element output port, worst slew pin tran 0.478 ns, die outline area 0.00665 mm², via count 1187, PwrDens 598 mW/mm², mean post-synth cell area 23.9 µm², gr ovfl total 0, max-cap violation count 0, setup bufs post-CTS 0, yosys cell count 106, setup ws final between 0.15 and 0.2 ns, Syn-to-layout area delta 24.4%, yosys warning tally 0, first-pass GRT wire length around 6600 µm, CP max stage cell mux4_1, TritonCTS buffer count 9, maximum VDD drop about 0.00037 V, post-synthesis sequential area ratio 0.759, cells after synthesis 106, num ports 24, Highest Clock Rate 365 MHz, Rel. slew slack 0.680, layout cells sized above 1 0.235, vias per inst 5.21, Distinct lib cells used 13, Simple Share, Synth 0.0232, total track usage 0.158, first drt pass iteration count 3, drt total wl 4180 µm, CTS max path bufs 2, CP Cell Sequence buf_2 > buf_12 > mux4_1 > mux2_2 > clkdlybuf4s50_1, hold path cells 1, largest net degree at the start of global routing 17, Buf/Inv on CP 3, Final period util 0.945, Setup crit start kind primary input, CP required 2.32 ns, CP Max Fanout 8, mux share 0.200, top cells, area edfxtp_1, mux4_1, mux2_2, mux4_2, nor2_1, Crit. path cell count 5, Mapped Area 0.00253 mm², CP Class primary input to output port, tool warnings 25, WL/cell about 18 µm, H-tree levels 3, ys flops 64, Period minus WS final 2.74 ns, delay-heaviest family, CP multiplexers, Util after Layout 0.523, Final ANT Viol Nets 0, n_diodes 0, Clock Sinks 64, Reg clk slew, reported paths around 0.060 ns
## routing by layer
metal	share of wire	wire (µm)	up-vias	track usage
li1	-	-	544	-
met4	0.019	81	0	0.0321
met3	0.12	490	8	0.0936
met2	0.48	2000	67	0.231
met1	0.38	1610	568	0.227
met5	0	0	-	0
## cell type report
| cell class | instances | area [µm²] |
|---|---|---|
| clock buffer | 12 | 135 |
| clock inverter | 4 | 45.0 |
| fill | 476 | 2880 |
| multi-input combinational | 37 | 566 |
| sequential | 64 | 1920 |
| tap | 75 | 93.8 |
| timing repair buffer | 36 | 388 |
## layout by cell type (no fill, tap or decap)
cell type and n:
buf_12 2, clkdlybuf4s50_1 21, nand2_1 2, nor3_1 2, clkbuf_16 1, bufinv_16 1
mux4_2 1, buf_16 1, edfxtp_1 64, nand2b_1 3, buf_4 9, dlymetal6s2s_1 1
clkinv_2 3, mux4_1 15, clkbuf_1 3, nor2_1 6, clkbuf_8 9, buf_2 1
mux2_2 8
## final timing paths
kind,slack [ns],startpoint,to
worst max-delay path,0.16,r_addr[0],out[7]
worst min-delay path,0.97,data[7],mem[55]
## kinds of logic (layout without fill, tap and decap cells)
| kind of cell | count (synthesis) | in the layout |
|---|---|---|
| DFF | 64 | 64 |
| muxes | 24 | 24 |
| and+or+nand+nor | 13 | 13 |
| buffers and inverters | 5 | 52 |
## stage by stage
step	TNS (ns)	instances	hold slack (ns)	total power, mW
floorplan	0	106	0.679	1.13
global placement	-1.51	210	1.29	1.21
detailed placement	-1.53	210	1.32	1.21
CTS	0	227	0.958	1.90
global route	0	228	1.00	1.96
finish	0	228	0.972	1.88
## Yosys cell counts (all sizes together)
master	n
clkbuf	1
nor3	2
nor2	6
edfxtp	64
nand2	2
buf	4
nand2b	3
mux2	8
mux4	16
## repair_timing
item                                    4_1_cts  5_1_grt
endpoints found under the setup margin        8        4
gates resized                                 4        3
cloned                                        1        1
pin swaps                                     0        0
## power breakdown
group | switching, mW | internal (mW)
logic | 0.0528 | 0.0890
registers | 0.00522 | 1.05
clock network | 0.293 | 0.393
Power figures rest on the tool's default switching activity, not on a simulated workload.
